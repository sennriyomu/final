[flow/design.v]
module demo (output reg [7:0] DATA_R, DATA_G, DATA_B,output reg [3:0] COMM,rnd,
output reg [2:0]flag,step,Left_score,Right_score,
output reg [1:0]COM,mora_result,output reg [6:0] seg,input CLK,
input [2:0] Left_mora,Right_mora,input [3:0] Left_direct,Right_direct);
  parameter logic [7:0] Left_Char [7:0]=
  '{8'b11101111,
  8'b11011111,
  8'b10111111,
  8'b00000000,
  8'b10111111,
  8'b11011111,
  8'b11101111,
  8'b00000000};
  parameter logic [7:0] Right_Char [7:0]=
  '{8'b11110111,
  8'b11111011,
  8'b11111101,
  8'b00000000,
  8'b11111101,
  8'b11111011, 
  8'b11110111,
  8'b11101111};
  parameter logic [7:0] Up_Char [7:0]=
  '{8'b11101111,
  8'b11000111,
  8'b10101011,
  8'b01101101,
  8'b11101111,
  8'b11101111,
  8'b11101111,
  8'b11101111};
  parameter logic [7:0] Down_Char [7:0]=
  '{8'b11101111,
  8'b11101111,
  8'b11101111,
  8'b11101111,
  8'b01101101,
  8'b10101011,
  8'b11000111,
  8'b11101111};
  parameter logic [7:0] L_Char [7:0]=
  '{8'b01111111,
  8'b01111111,
  8'b01111111,
  8'b01111111,
  8'b01111111,
  8'b01111111,
  8'b01111111,
  8'b00000000};
  parameter logic [7:0] V_Char [7:0]=
  '{8'b11111111,
    8'b11111111,
    8'b11111111,
    8'b01111110,
    8'b00111100,
    8'b10011001,
    8'b11000011,
    8'b11100111};
  parameter logic [7:0] No_Char [7:0]=
  '{8'b11111111,
  8'b11111111,
  8'b11111111,
  8'b11111111,
  8'b11111111,
  8'b11111111,
  8'b11111111,
  8'b11111111};
  bit [2:0] cnt;   
  divfreq FO (CLK, CLK_div);
  divfreq1 F1 (CLK,CLK_1HZ);
  initial begin
    seg = 7'b1000000;
    cnt = 3'b000;  
    DATA_R = 8'b11111111;
    DATA_G = 8'b11111111; 
    DATA_B = 8'b11111111;
    COMM = 4'b1000;
    flag = 3'b000;
    step = 3'b100;
    mora_result = 2'b00;
    COM = 2'b00; 
	 rnd = 4'b0001;
  end
  always @(posedge CLK_1HZ) begin
    if (step == 3'b100) begin 
      if ((Left_mora == 3'b100 && Right_mora == 3'b010) ||
          (Left_mora == 3'b010 && Right_mora == 3'b001) ||
          (Left_mora == 3'b001 && Right_mora == 3'b100)) begin
        step <= 3'b010;
        mora_result <= 2'b10;
      end else if ((Right_mora == 3'b100 && Left_mora == 3'b010) ||
                   (Right_mora == 3'b010 && Left_mora == 3'b001) ||
                   (Right_mora == 3'b001 && Left_mora == 3'b100)) begin
        step <= 3'b010;
        mora_result <= 2'b01;
      end else begin
        mora_result <= 2'b00;
      end
    end
    else if (step == 3'b010) begin
      if (Left_direct == 4'b1000 && rnd==4'b1000 || Right_direct == 4'b1000 && rnd==4'b1000 ) begin
        if (mora_result == 2'b10) begin
          Left_score <= Left_score + 1;
          step <= 3'b100;
          flag <= 3'b100;
        end else if (mora_result == 2'b01) begin
          Right_score <= Right_score + 1;
          step <= 3'b100;
          flag <= 3'b100;
        end
      end else if (Left_direct == 4'b0100 && rnd==4'b0100 || Right_direct == 4'b0100 && rnd==4'b0100) begin
        if (mora_result == 2'b10) begin
          Left_score <= Left_score + 1;
          step <= 3'b100;
          flag <= 3'b101;
        end else if (mora_result == 2'b01) begin
          Right_score <= Right_score + 1;
          step <= 3'b100;
          flag <= 3'b101;
        end
      end else if (Left_direct == 4'b0010 && rnd==4'b0010 || Right_direct == 4'b0010 && rnd==4'b0010) begin
        if (mora_result == 2'b10) begin
          Left_score <= Left_score + 1;
          step <= 3'b100;
          flag <= 3'b110;
        end else if (mora_result == 2'b01) begin
          Right_score <= Right_score + 1;
          step <= 3'b100;
          flag <= 3'b110;
        end
      end else if (Left_direct == 4'b0001 && rnd==4'b0001 || Right_direct == 4'b0001 && rnd==4'b0001) begin
        if (mora_result == 2'b10) begin
          Left_score <= Left_score + 1;
          step <= 3'b100;
          flag <= 3'b111;
        end else if (mora_result == 2'b01) begin
          Right_score <= Right_score + 1;
          step <= 3'b100;
          flag <= 3'b111;
        end
      end else begin
        step <= 3'b100;
        flag <= 3'b000;
      end
    end
	 if (Left_score == 3'b111 || Right_score == 3'b111) begin
      step <= 3'b001;
      flag <= (Left_score == 3'b111) ? 3'b010 : 3'b001;
    end
  end
  always @(posedge CLK_div) begin
    case (COM)
      2'b01: case (Left_score)
               3'b000: seg <= 7'b1000000;
               3'b001: seg <= 7'b1111001; 
               3'b010: seg <= 7'b0100100;
               3'b011: seg <= 7'b0110000;
               3'b100: seg <= 7'b0011001;
               3'b101: seg <= 7'b0010010;
               3'b110: seg <= 7'b0000010;
               3'b111: seg <= 7'b1111000;
             endcase
      2'b10: case (Right_score)
               3'b000: seg <= 7'b1000000;
               3'b001: seg <= 7'b1111001; 
               3'b010: seg <= 7'b0100100;
               3'b011: seg <= 7'b0110000;
               3'b100: seg <= 7'b0011001;
               3'b101: seg <= 7'b0010010;
               3'b110: seg <= 7'b0000010;
               3'b111: seg <= 7'b1111000;
             endcase
    endcase
    COM <= COM + 1;
  end
  always @(posedge CLK_div) begin
    if (cnt >= 7)
      cnt <= 0;
    else
      cnt <= cnt + 1;
    COMM <= {1'b1, cnt};
	 case(rnd)
		4'b0001:rnd<=4'b0010;
		4'b0010:rnd<=4'b0100;
		4'b0100:rnd<=4'b1000;
		4'b1000:rnd<=4'b0001;
	 endcase
    case (flag)
      3'b100: DATA_G <= Up_Char[cnt];
      3'b101: DATA_G <= Down_Char[cnt];
      3'b110: DATA_G <= Left_Char[cnt];
      3'b111: DATA_G <= Right_Char[cnt];
      3'b010: DATA_G <= V_Char[cnt];
      3'b001: DATA_G <= L_Char[cnt];
      default: DATA_G <= No_Char[cnt];
    endcase
  end
endmodule
module divfreq(input CLK, output reg CLK_div);
  reg [24:0] Count;
  always @(posedge CLK) begin
    if (Count > 25000) begin
      Count <= 0;
      CLK_div <= ~CLK_div;
    end else
      Count <= Count + 1;
  end
endmodule
module divfreq1(input CLK, output reg CLK_1HZ);
  reg [24:0] Count;
  always @(posedge CLK) begin
    if (Count > 25000000) begin
      Count <= 0;
      CLK_1HZ <= ~CLK_1HZ;
    end else
      Count <= Count + 1;
  end
endmodule
[flow/run.sh]
#!/bin/bash
# OpenROAD 26Q1-2900-gdf79404cd8, Yosys 0.63+post, stock flow scripts
make -C /OpenROAD-flow-scripts/flow DESIGN_CONFIG=/design/flow/config.mk WORK_HOME=/design/flow/orfs finish
[flow/config.mk]
export PLATFORM = sky130hd
export DESIGN_NAME = demo
export DESIGN_NICKNAME = demo
export VERILOG_FILES = /design/flow/design.v
export SDC_FILE = /design/flow/constraint.sdc
export NUM_CORES = 4
export LEC_CHECK = 1
export CORE_UTILIZATION = 40
export SYNTH_HDL_FRONTEND = slang
[flow/constraint.sdc]
current_design demo

set clk_period 3.3
set clk_io_pct 0.2

create_clock -name clk0 -period $clk_period [get_ports {CLK}]

set non_clock_inputs [all_inputs -no_clocks]
set_input_delay [expr $clk_period * $clk_io_pct] -clock clk0 $non_clock_inputs
set_output_delay [expr $clk_period * $clk_io_pct] -clock clk0 [all_outputs]
==> out/metrics.cfg <==
[pwr]
p_sw_mw = 0.2253
swShare_pct = 17.35
intPower_mw = 1.073
p_seq_share_pct = 50.3
power.total_mw = 1.299
power_density_nw_per_um2 = 205.9
p_leak_nw = 2.467
comb_power_share_pct = 3.2
power_frac_clock_pct = 46.4
ir_drop_uv = 383.8

[synth]
synth_top_cell_by_count = dfxtp_1
synth_warnings = 0
ys_area_um2 = 5425
synthCells = 534
ys.flops = 125
enable_flop_cells = 24
ys_seq_share_pct = 50.55
synthArstFlopShare_pct = 0
synthFlopType = dfxtp_1
top_cells_by_area = dfxtp_1 (37%), edfxtp_1 (13%), ha_1 (6.2%)
avgSynthCellArea_um2 = 10.16
synth_area_um2 = 5425
ys_cells = 534
synth_top_area_share_pct = 37.27
synthTopCellsByCount = dfxtp_1 (101), nor2_1 (66), nand2_1 (41)
top_area_cell = dfxtp_1
ys_types = 58

[drt]
routed.top_layer = met4
wl_um = 8600
wl_met2_um = 4298
avgViaCountPerCell = 4.762
drtPass1Iterations = 4
vias = 3681
drc = 0
diodes = 0
first_iter_violations = 166
m1WireLength_um = 4049
dr_wl_met3_um = 177
antenna_left = 0
wl_per_cell_um = 11.13

[worst_setup_path]
arrival_ps = 2050
worst_setup_path_start_kind = flip-flop
path_max_fanout = 6
critPathMostFrequentCell = nand3_1
worstPathCellList = ha_1 > nand3_1 > nor4_2 > nand3_1 > xor2_1 > nor2_1
critPathKind = reg2reg
cpMaxStageDelayCell = nor4_2
cp.required_ps = 3480
cp-end-kind = flip-flop
critPathMaxStageDelay_ps = 520

[clock_tree]
clock_path_buffers = 2
post_cts_hold_buffer_count = 0
clock_tree.root_cell = clkbuf_16
postCtsSetupRepairBufs = 0
cts_tree = built
cts.repair.resized = 0
insertion_delay_ps = 280
htreeDepth = 2
numCtsBuffers = 5
clk_pin_slew_ps = 70

[global_route]
grt_util_all_layers_pct = 12.76
antenna_found_initial = 0
overflow = 0
grt_max_degree = 46
grt_pass1_vias = 3359
grt_pass1_wl_um = 14690

[sta]
fin_setup_tns_ps = 0
slew_violations = 0
unclocked_pins = 73
final_hold_viol_count = 0
setup_viol = 0
relSlewSlack_pct = 48.94
skew_ps = 7.945
fmax_mhz = 534.9
timing.final.crit_period_ps = 1870
fin_crit_sh_pct = 56.65
worstMarginPinSlew_ps = 765.9
untimed_endpoints = 133
rsz0062_at_grt = false

[die]
die.size.y_um = 118.5
io_pins = 70
fp_util_pct = 40.97
chipWidth_um = 118.5
die_area_um2 = 14030
placementRows = 42
fp.coreArea_um2 = 13240

[placement]
gp_congestion = 0.8536
numPortBuffers = 52
hpwlAfterDp_um = 6681

[layout]
fill_cells = 1233
final_layout_size_suffix_gt1_share_pct = 6.533
area_growth_pct = 16.26

[outcome]
status = finished clean

[run]
warning_count = 39
cap_violations = 0

[min_path]
hold_class = reg2reg

cell type report:
type	instances	area (µm²)	share of cell area, %
sequential	125	2743	43.48
multi-input combinational	379	2505	39.71
timing repair buffer	55	543.0	8.609
tap	176	220.2	3.491
clock buffer	7	152.6	2.420
inverter	30	113.9	1.805
clock inverter	1	30.03	0.4761
power by group through the flow:
stage	Sequential, mW	Clock [mW]	Combinational, mW
5_1_grt	0.654	0.647	0.0470
6_report	0.654	0.603	0.0421
4_1_cts	0.653	0.619	0.0424
worst paths after layout:
check             slack (ps)  cells past startpoint                   start                      end
hold reg to reg          460                      1  FO.Count[0]$_SDFF_PN0_   FO.Count[0]$_SDFF_PN0_
hold / removal           460                      1  FO.Count[0]$_SDFF_PN0_   FO.Count[0]$_SDFF_PN0_
setup / recovery        1430                      6  F1.Count[0]$_SDFF_PN0_  F1.Count[20]$_SDFF_PN0_
setup reg to reg        1430                      6  F1.Count[0]$_SDFF_PN0_  F1.Count[20]$_SDFF_PN0_
cells by family after synthesis:
group,share of synthesized area [%]
other,0.1384
adder cells (fa/ha/maj),6.227
flip-flops,50.55
AND-OR/OR-AND,6.826
XOR/XNOR,6.296
multiplexers,4.797
buffers and inverters,5.004
AND/OR/NAND/NOR,20.16
stage by stage:
step	setup slack, ps	hold WS, ps	instance area [µm²]	std cells	utilization (%)
after floorplan	1410	429.7	5519	559	-
after global placement	1496	443.3	6125	765	46.25
after detailed placement	1468	457.9	6125	765	46.25
after CTS	1436	474.6	6307	773	47.63
after global routing	1268	511.5	6307	773	47.63
final	1430	463.2	6307	773	47.63
critical path: cells and delay by family (launching register included):
family                   cells  cell delay, ps
AND/OR/NAND/NOR              4             890
flip-flops                   1             420
adder cells (fa/ha/maj)      1             280
XOR/XNOR                     1             160
layer usage:
metal | track usage (%) | vias to the layer above
li1 | - | 1929
met1 | 17.99 | 1697
met2 | 22.68 | 49
met3 | 1.230 | 6
met4 | 1.424 | 0
met5 | 0 | -
cell usage in the layout (no fill, tap or decap), types with 11 or more instances in the layout:
cell and instances:
nand3_1 21, dfxtp_1 101, edfxtp_1 24, nor4b_1 11, a21oi_1 11, conb_1 27
xnor2_1 18, inv_1 25, o21ai_1 11, xor2_1 21, nand2_1 41, nor2_1 66
clkdlybuf4s50_1 52, ha_1 27
Power and IR drop assume default switching activity.
